==> flow/constraint.sdc <==
current_design hex_decoder

set clk_period 1.0
set clk_io_pct 0.2

create_clock -name clk0 -period $clk_period

set non_clock_inputs [all_inputs -no_clocks]
set_input_delay [expr $clk_period * $clk_io_pct] -clock clk0 $non_clock_inputs
set_output_delay [expr $clk_period * $clk_io_pct] -clock clk0 [all_outputs]
==> flow/config.mk <==
export PLATFORM = sky130hd
export DESIGN_NAME = hex_decoder
export DESIGN_NICKNAME = hex_decoder
export VERILOG_FILES = /design/flow/design.v
export SDC_FILE = /design/flow/constraint.sdc
export NUM_CORES = 4
export LEC_CHECK = 1
export CORE_AREA = 10 10 70 70
export DIE_AREA = 0 0 80 80
==> flow/run.sh <==
#!/bin/bash
# OpenROAD 26Q1-2900-gdf79404cd8, Yosys 0.63+post, stock flow scripts
make -C /OpenROAD-flow-scripts/flow DESIGN_CONFIG=/design/flow/config.mk WORK_HOME=/design/flow/orfs finish
==> flow/design.v <==
module FinalProject
	(
		CLOCK_50,
		KEY,
		SW,
		HEX0,
		HEX1,
		HEX2,
		HEX3,
		VGA_CLK,
		VGA_HS,
		VGA_VS,
		VGA_BLANK_N,
		VGA_SYNC_N,
		VGA_R,
		VGA_G,
		VGA_B
	);
	input CLOCK_50;
	input [3:0] KEY;	 
	input [9:0] SW;		 
	output			VGA_CLK;   				 
	output			VGA_HS;					 
	output			VGA_VS;					 
	output			VGA_BLANK_N;			 
	output			VGA_SYNC_N;				 
	output	[9:0]	VGA_R;   				 
	output	[9:0]	VGA_G;	 				 
	output	[9:0]	VGA_B;   				 
	output [6:0] HEX0;
	output [6:0] HEX1;
	output [6:0] HEX2;
	output [6:0] HEX3;
	wire clock = CLOCK_50;
	wire button_left;
	wire button_right;
	wire button_up;
	wire button_down;
	assign button_left = KEY[3];
	assign button_right = KEY[2];
	assign button_up = KEY[1];
	assign button_down = KEY[0];
	reg [15:0] num_moves = 16'b0000000000000000;
	wire [2:0] colour;
	assign colour = SW[2:0];
	wire dot;
	assign dot = SW[3];
	wire reset;
	assign reset = SW[9];
	reg [18:0] move_counter;
	reg [8:0] cursor_x = 8'b00000110;
	reg [7:0] cursor_y = 7'b0000111; 
	wire writeEn = 1'b1;
	vga_adapter cursor(
			.resetn(1'b1),
			.clock(CLOCK_50),
			.colour(colour),
			.x(cursor_x),
			.y(cursor_y),
			.plot(1'b1),
			.VGA_R(VGA_R),
			.VGA_G(VGA_G),
			.VGA_B(VGA_B),
			.VGA_HS(VGA_HS),
			.VGA_VS(VGA_VS),
			.VGA_BLANK(VGA_BLANK_N),
			.VGA_SYNC(VGA_SYNC_N),
			.VGA_CLK(VGA_CLK));
		defparam cursor.RESOLUTION = "160x120";
		defparam cursor.MONOCHROME = "FALSE";
		defparam cursor.BITS_PER_COLOUR_CHANNEL = 1;
		defparam cursor.BACKGROUND_IMAGE = "black.mif";
	always@(posedge clock) 
	begin
		move_counter = move_counter + 1;
		if(move_counter == 0 && reset == 0)
		begin
			if(~button_left) 
			begin
				cursor_x = (cursor_x - 3'b001 - dot);
				num_moves = num_moves + 1;
			end
			if(~button_right)
			begin
				cursor_x = (cursor_x + 3'b001 + dot);
				num_moves = num_moves + 1;
			end
			if(~button_up) 
			begin
				cursor_y = (cursor_y - 3'b001 - dot);
				num_moves = num_moves + 1;
			end
			if(~button_down) 
			begin
				cursor_y = (cursor_y + 3'b001 + dot);
				num_moves = num_moves + 1;
			end
		end
		else if (reset == 1)
		begin
			num_moves = 16'b0000000000000000;
		end
	end
	hex_decoder h0(.hex_digit(num_moves[3:0]), .segments(HEX0));
	hex_decoder h1(.hex_digit(num_moves[7:4]), .segments(HEX1));
	hex_decoder h2(.hex_digit(num_moves[11:8]), .segments(HEX2));
	hex_decoder h3(.hex_digit(num_moves[15:12]), .segments(HEX3));
endmodule
module hex_decoder(hex_digit, segments);
    input [3:0] hex_digit;
    output reg [6:0] segments;
    always @(*)
        case (hex_digit)
            4'h0: segments = 7'b100_0000;
            4'h1: segments = 7'b111_1001;
            4'h2: segments = 7'b010_0100;
            4'h3: segments = 7'b011_0000;
            4'h4: segments = 7'b001_1001;
            4'h5: segments = 7'b001_0010;
            4'h6: segments = 7'b000_0010;
            4'h7: segments = 7'b111_1000;
            4'h8: segments = 7'b000_0000;
            4'h9: segments = 7'b001_1000;
            4'hA: segments = 7'b000_1000;
            4'hB: segments = 7'b000_0011;
            4'hC: segments = 7'b100_0110;
            4'hD: segments = 7'b010_0001;
            4'hE: segments = 7'b000_0110;
            4'hF: segments = 7'b000_1110;
            default: segments = 7'h7f;
        endcase
endmodule
==> git commit body <==
Log flow metrics for this revision

- The share of synthesized area in the top cell type comes to 0.294.
- Violation count after the first detailed-route iteration: 8
* Unique masters post-synth: 19
- Per the layout report, the design carries 0 clock buffers.
- Dividing the detail-routed via count by the number of cells gives roughly 3.1.
- Counting every instance in the synthesized netlist gives 34.
* Post-synthesis cell type with the largest combined area: ha_1
- Drt wl/cell: between 9 and 10 microns
- Final Util: 0.173
- The final hold violation count recorded for this run is 0.
- Per the gpl log, the routability congestion estimate is 0.817.
- The first global-routing pass estimated 1580 microns of wire.
* Hold/Removal Path Class: in -> out
- Max frequency: around 800 MHz
- Result of the run: finished, violations left
* Final HPWL DP: 673 microns
* Power density over the cells: roughly 400 mW/mm^2
- Of the cells placed in the final design, the portion with a size suffix greater than 1 is 0.698.
- The final layout reports a setup TNS of -1.43 ns.
- # port buffers: 11
- RSZ-0062 raised after global routing: true
- Across every metal layer, demand over resource in global routing totals 0.0293.
- Warnings reported by Yosys during synthesis add up to 1.
- The leakage power in the latest report is 0.260 nW.
* Largest net degree at the start of global routing: 9
* Most used standard cell by instance count after synthesis: ha_1
* Post-CTS Hold Fix Bufs: 0
- Standard-cell rows: 21
- Flip-flop and latch count: 0
* Post-synth top cells: ha_1, inv_1, mux2i_1, nor2_1, o21ai_0
- The routed design could run at a clock period as short as between 1 and 1.5 ns.
- For reference, the final report shows the max-slew violation count at 0.
- Minimum setup slack after placement: -1.14 ns
- OpenROAD emitted warnings numbering 39.
- Number of antenna violations at the first check in global routing: 0
- The wire length recorded after detailed routing is 980 microns.
- After floorplanning, the core was sized to cover roughly 0.0034 sq mm.
- Floorplan-stage core utilization: 0.0747
- The final timing summary puts the cycle share of the worst path at 1.27.
- The count of nets left with antenna violations once routing finished came out at 0.
- The via count of the first global-routing pass was 343.
- The worst pin sits at a relative slew slack of 0.888.
- Layout overhead on the synthesized area: 131%
* Violations in the final reports: setup timing
- Final worst setup slack: -0.269 ns
- Critical Path Sink Type: output pin
- The script parses the final routing iteration and logs DRC violations as 0.
- Height of the chip: ~80 microns
- At the pin with the least slew margin, the transition time is 0.164 ns.
- FF+latch area: 0 sq um
- Number of cell instances after yosys synthesis: 34
- The first detailed-routing pass ran for 4 iterations.
- In this run the full chip footprint comes out at 0.00640 sq mm.
- Looking at the critical path, the highest net fanout was 5.
* Sequential area share after synthesis: 0
- Boundary Pins: 11
* Setup-violating endpoint count in the final report: 7
- Number of maximum-capacitance violations: 0
- The stat command in Yosys gives a chip area of around 260 sq um.
- Via total after detailed routing: between 300 and 400
- The synthesis report lists the most area-consuming cells as ha_1, mux2i_1, a22o_1, o21ai_0, nand2b_1.
- Total overflow reported by the global router: 0
- For reference, the post-synthesis area per instance comes to roughly 7.5 sq um.
- For reference, the most critical setup path is categorized as in -> out.
* Origin of the worst setup path: hex_digit[1]
- Depth of the worst hold-timing path: 3
- In this run the cell area of the synthesized design comes to between 200 and 300 sq um.
- STA classifies the critical path startpoint as an input port.
- Worst vdd ir: 86.6 uV
- Measured along the x axis, the die boundary spans roughly 80 microns.
- Number of diodes added for antenna fixing: 0
- Data arrival time of the worst path: about 1.1 ns
- Origin of the worst min-delay path: hex_digit[1]
* WP data required: 0.80 ns
==> worst paths after layout <==
check	endpoint	slack (ns)
worst max-delay path	segments[0]	-0.27
worst min-delay path	segments[1]	0.75
==> worst max-delay path, cell delays in order <==
cell and delay (ns):
buf_12 0.12, inv_12 0.06, ha_4 0.14, nor2b_2 0.04, or3b_1 0.34, o21ai_1 0.07
buf_2 0.10
==> repair_timing <==
action / in CTS / in global routing
pin swaps: 10 / 7
setup buffers: 5 / 2
gates resized: 53 / 11
setup endpoints to repair: 7 / 7
==> kinds of logic (layout without fill, tap and decap cells) <==
group / Yosys count / in the layout / share of synthesized area
AND-OR/OR-AND: 9 / 9 / 0.230
multiplexers: 4 / 4 / 0.162
adder cells (fa/ha/maj): 6 / 6 / 0.294
AND/OR/NAND/NOR: 10 / 10 / 0.211
buffers and inverters: 5 / 24 / 0.103
==> stage by stage <==
| stage | hold slack, ns | cell area (sq um) | power, mW | std cells |
|---|---|---|---|---|
| final | 0.753 | 591 | 0.230 | 99 |
| after global routing | 0.786 | 591 | 0.254 | 99 |
| after CTS | 0.869 | 561 | 0.214 | 99 |
| after detailed placement | 1.42 | 500 | 0.192 | 94 |
| after global placement | 1.43 | 500 | 0.191 | 94 |
| after floorplan | 0.500 | 310 | 0.0854 | 34 |
==> where the power goes <==
part           total (mW)  leakage (nW)  switching, mW  internal [mW]
sequential              0             0              0              0
combinational       0.230         0.260         0.0974          0.132
clock                   0             0              0              0
==> cell usage in the layout, fill, tap and decap left out <==
master and instances:
a21oi_2 1, a22o_1 2, a32o_2 1, buf_12 2
buf_2 7, buf_4 5, buf_6 5, clkbuf_4 1
clkdlybuf4s15_1 1, ha_1 1, ha_2 1, ha_4 4
inv_1 1, inv_12 1, inv_6 1, mux2_4 1
mux2i_1 3, nand2_1 1, nand2b_1 1, nand2b_4 1
nand3_2 1, nor2_1 2, nor2_2 2, nor2b_2 1
o21ai_0 1, o21ai_1 2, o21ai_2 1, o22ai_2 1
or3b_1 1
==> per-layer routing <==
metal	GRT usage	share of wire	vias up	wire, microns
li1	-	-	156	-
met1	0.0270	0.37	149	364
met2	0.0642	0.59	3	577
met3	0.00341	0.018	2	18
met4	0.00528	0.019	0	19
met5	0	0	-	0
==> area by class of cell <==
cell class,count,area [sq um]
multi-input combinational,29,318
fill,393,2830
inverter,3,28.8
tap,46,57.6
timing repair buffer,21,186
Power figures rest on the tool's default switching activity, not on a simulated workload.
